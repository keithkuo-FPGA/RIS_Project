==> ./design.v <==
`timescale 1ns/1ps
module dp_bram_256x32 (
           input  wire        clk,
           input  wire        rst_n,
           input  wire        we_a,
           input  wire [7:0]  addr_a,
           input  wire [31:0] wdata_a,
           input  wire        rd_en_b,
           input  wire [7:0]  addr_b,
           output reg  [31:0] rdata_b
       );
reg [31:0] mem [0:255];   
integer i;
initial begin
    for (i = 0; i < 256; i = i + 1) begin
        mem[i] = 32'd0;
    end
end
always @(posedge clk or negedge rst_n) begin
    if (!rst_n) begin
        rdata_b <= 32'd0;
    end
    else begin
        if (we_a) begin
            mem[addr_a] <= wdata_a;
        end
        if (rd_en_b) begin
            rdata_b <= mem[addr_b];
        end
    end
end
endmodule
==> ./run.sh <==
#!/bin/bash
# OpenROAD 26Q1-2900-gdf79404cd8, Yosys 0.63+post, stock flow scripts
make -C /OpenROAD-flow-scripts/flow DESIGN_CONFIG=/design/flow/config.mk WORK_HOME=/design/flow/orfs finish
==> ./config.mk <==
export PLATFORM = sky130hd
export DESIGN_NAME = dp_bram_256x32
export DESIGN_NICKNAME = dp_bram_256x32
export VERILOG_FILES = /design/flow/design.v
export SDC_FILE = /design/flow/constraint.sdc
export NUM_CORES = 4
export LEC_CHECK = 1
export CORE_UTILIZATION = 50
==> ./constraint.sdc <==
current_design dp_bram_256x32

set clk_period 2.5
set clk_io_pct 0.2

create_clock -name clk0 -period $clk_period [get_ports {clk}]

set non_clock_inputs [all_inputs -no_clocks]
set_input_delay [expr $clk_period * $clk_io_pct] -clock clk0 $non_clock_inputs
set_output_delay [expr $clk_period * $clk_io_pct] -clock clk0 [all_outputs]
==> flow_summary.ini <==
; flow metrics
[floorplan]
placement_rows = 285
floorplan.initialDensity = 0.502
floorplan.io_pins = 84
die_y_um = 779
die.size.x_um = 779

[synth]
edf_count = 8192
yosysChipArea_um2 = 302000
postSynthRegisterBits = 8224
syn_area_um2 = 302000
netlist.area_leader.share = 0.814
synthMostInstantiatedCell = edfxtp_1
ff_type = edfxtp_1
synth_sequential_area_ratio = 0.817
synth.yosys.warnings = 2
synth_cell_type_count = 77
yosysCellCount = 16788
synth.top_cells.by_count = edfxtp_1 (8192), a22oi_1 (2610), nor2_1 (600), clkbuf_1 (574), and3_1 (556)
synth.top_cells.by_area = edfxtp_1 (81%), a22oi_1 (6.5%), and3_1 (1.2%)
post_synth.cell_area_avg_um2 = 18.0
synth.largest_area_cell = edfxtp_1
post_synth_inst_count = 16788
ys_async_sr_fraction = 0.00389

[global_routing]
grt_pass1_wl_um = 3450000
globalRouteTotalUtil = 0.963
globalRouteOverflowTotal = 8981
vias_in_the_first_global_route = 315409
grt_start_max_net_pins = 121

[status]
outcome = did not finish
fail_step = global routing (5_1_grt)
error_message = [ERROR GRT-0116] Global routing finished with congestion. Check the congestion regions in the DRC Viewer.

[clocking]
cts_htree_levels = 6
clockRootBuffer = clkbuf_16
cts_inserted_buffers = 830
numClockSinks = 8224
cts_max_path_buffers = 4

[placement]
dpl.hpwl_um = 1810000
dpl_cells = 29050
place.gp.congestion = 1.33
placement.io_buffers = 83
logic make-up after synthesis:
family	synth area share
buffers and inverters	0.0174
DFF	0.817
AOI/OAI and AO/OA	0.114
muxes	0.000518
and+or+nand+nor	0.0516
routing by layer:
layer	GRT usage	GRT overflow
met5	0.890	226
met4	0.932	1895
met3	0.958	1892
met2	0.994	3124
met1	0.955	1844
metrics by stage:
| step | cell area (µm²) | setup WS, ns |
|---|---|---|
| CTS | 405000 | -1.24 |
| floorplan | 303000 | -0.484 |
| detailed placement | 376000 | -3.07 |
| global placement | 376000 | -3.21 |
timing repair:
action / 4_1_cts
gates resized: 422
hold buffers: 35
endpoints found under the hold margin: 1226
setup endpoints to repair: 64
cloned: 6
buffers inserted: 85
pin swaps: 81
