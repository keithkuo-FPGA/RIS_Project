[flow/design.v]
`timescale 1ns/1ps
module spi_slave_engine #(
           parameter integer ADDR_BITS = 8,
           parameter integer DATA_BITS = 8,
           parameter [7:0]   ACK_BYTE  = 8'hA5,
           parameter integer CPOL      = 0,
           parameter integer CPHA      = 0
       )(
           input  wire        rst_n,
           input  wire        sclk_i,
           input  wire        cs_n_i,
           input  wire        mosi_i,
           input  wire        pat_rx_done_clr,
           input  wire        eeprom_erase_clr,
           input  wire        cfg_clk,
           input  wire        cfg_tx_we,
           input  wire [1:0]  cfg_tx_bank,
           input  wire [7:0]  cfg_tx_addr,
           input  wire [7:0]  cfg_tx_wdata,
           input  wire        cfg_rx_re,
           input  wire [1:0]  cfg_rx_bank,
           input  wire [7:0]  cfg_rx_addr,
           output wire        miso_o,
           output reg  [7:0]  cmd,
           output reg  [7:0]  addr,
           output reg  [7:0]  data,
           output reg         got_packet,
           output reg         led0_rx_done,
           output reg         led1_rx_done,
           output reg         pat_rx_128_done,
           output reg  [7:0]  eeprom_erase_ctrl,
           output reg         eeprom_erase_done,
           output reg  [7:0]  cfg_rx_rdata
       );
localparam integer MEM_SIZE        = 256;
localparam integer HEAD_SIZE       = 2;
localparam integer RD_DUMMY_BYTES  = 1;
reg [7:0] mem_tx_sys [0:MEM_SIZE-1];
reg [7:0] mem_tx_pat [0:MEM_SIZE-1];
reg [7:0] mem_tx_eep [0:MEM_SIZE-1];
reg [7:0] mem_rx_sys [0:MEM_SIZE-1];
reg [7:0] mem_rx_pat [0:MEM_SIZE-1];
reg [7:0] mem_rx_eep [0:MEM_SIZE-1];
reg [7:0] rx_shift;
reg [7:0] rx_bit_cnt;
reg [7:0] rx_byte_cnt;
reg       rx_cmd_addr_done;
reg       rw_is_write;
reg [3:0] mode_low4;
reg [1:0] sel_bank;
reg [7:0] tx_shift;
reg [2:0] tx_bit_cnt;
reg [7:0] tx_byte_cnt;
reg       miso_reg;
reg [7:0] rd_index;   
reg [7:0] tx_next;
reg       pat_arm;
reg [7:0] pat_cnt;
reg [7:0] eep_erase_ctrl_q;
reg [7:0] eep_erase_ctrl_d;
reg       eep_erase_start_q;
reg       eep_erase_start_d;
integer i;
assign miso_o = miso_reg;
initial begin
    for (i = 0; i < MEM_SIZE; i = i + 1) begin
        mem_tx_sys[i] = 8'h00;
        mem_tx_pat[i] = 8'h00;
        mem_tx_eep[i] = 8'h00;
        mem_rx_sys[i] = 8'h00;
        mem_rx_pat[i] = 8'h00;
        mem_rx_eep[i] = 8'h00;
    end
    mem_tx_sys[8'h00] = 8'h94;   
    mem_tx_sys[8'h01] = 8'h25;   
    mem_tx_eep[8'h02] = 8'h00;   
    mem_tx_eep[8'h03] = 8'h00;   
    mem_tx_eep[8'h04] = 8'h0F;   
end
function [1:0] mode2bank;
    input [3:0] m;
    begin
        case (m)
            4'h8:
                mode2bank = 2'd0;   
            4'h4:
                mode2bank = 2'd1;   
            4'h2:
                mode2bank = 2'd2;   
            default:
                mode2bank = 2'd0;
        endcase
    end
endfunction
function is_writable_rx;
    input [1:0] b;
    input [7:0] a;
    begin
        case (b)
            2'd0: begin   
                case (a)
                    8'h04, 8'h05, 8'hF0, 8'hF1:
                        is_writable_rx = 1'b1;
                    default:
                        is_writable_rx = 1'b0;
                endcase
            end
            2'd1:
                is_writable_rx = 1'b1;   
            2'd2: begin                    
                case (a)
                    8'h00, 8'h01, 8'h02, 8'h03:
                        is_writable_rx = 1'b1;
                    default:
                        is_writable_rx = 1'b0;
                endcase
            end
            default:
                is_writable_rx = 1'b0;
        endcase
    end
endfunction
function use_rx_for_read;
    input [1:0] b;
    input [7:0] a;
    begin
        use_rx_for_read = is_writable_rx(b, a);
    end
endfunction
always @(posedge cfg_clk or negedge rst_n) begin
    if (!rst_n) begin
        cfg_rx_rdata <= 8'h00;
    end
    else begin
        if (cfg_tx_we) begin
            case (cfg_tx_bank)
                2'd0:
                    mem_tx_sys[cfg_tx_addr] <= cfg_tx_wdata;
                2'd1:
                    mem_tx_pat[cfg_tx_addr] <= cfg_tx_wdata;
                default:
                    mem_tx_eep[cfg_tx_addr] <= cfg_tx_wdata;
            endcase
        end
        if (cfg_rx_re) begin
            case (cfg_rx_bank)
                2'd0:
                    cfg_rx_rdata <= mem_rx_sys[cfg_rx_addr];
                2'd1:
                    cfg_rx_rdata <= mem_rx_pat[cfg_rx_addr];
                default:
                    cfg_rx_rdata <= mem_rx_eep[cfg_rx_addr];
            endcase
        end
    end
end
generate
    if ((CPOL == 0 && CPHA == 0) || (CPOL == 1 && CPHA == 1)) begin : POSRX_NEGTX
        always @(posedge sclk_i or posedge cs_n_i or negedge rst_n) begin
            if (!rst_n) begin
                rx_shift         <= 8'd0;
                rx_bit_cnt       <= 8'd0;
                rx_byte_cnt      <= 8'd0;
                rx_cmd_addr_done <= 1'b0;
                cmd              <= 8'd0;
                addr             <= 8'd0;
                data             <= 8'd0;
                got_packet       <= 1'b0;
                rw_is_write      <= 1'b0;
                mode_low4        <= 4'h0;
                sel_bank         <= 2'd0;
                pat_arm          <= 1'b0;
                pat_cnt          <= 8'd0;
            end
            else if (cs_n_i) begin
                rx_shift         <= 8'd0;
                rx_bit_cnt       <= 8'd0;
                rx_byte_cnt      <= 8'd0;
                rx_cmd_addr_done <= 1'b0;
                cmd              <= 8'd0;
                addr             <= 8'd0;
                data             <= 8'd0;
                got_packet       <= 1'b0;
                rw_is_write      <= 1'b0;
                mode_low4        <= 4'h0;
                sel_bank         <= 2'd0;
                pat_arm          <= 1'b0;
                pat_cnt          <= 8'd0;
            end
            else begin
                rx_shift   <= {rx_shift[6:0], mosi_i};
                rx_bit_cnt <= rx_bit_cnt + 8'd1;
                if (rx_bit_cnt == 8'd7) begin
                    rx_bit_cnt  <= 8'd0;
                    rx_byte_cnt <= rx_byte_cnt + 8'd1;
                    if (rx_byte_cnt == 8'd0) begin
                        cmd         <= {rx_shift[6:0], mosi_i};
                        rw_is_write <= ~rx_shift[3];
                        mode_low4   <= {rx_shift[2:0], mosi_i};
                        sel_bank    <= mode2bank({rx_shift[2:0], mosi_i});
                        pat_arm     <= 1'b0;
                        pat_cnt     <= 8'd0;
                    end
                    else if (rx_byte_cnt == 8'd1) begin
                        addr[7:0] <= {rx_shift[6:0], mosi_i};
                        if (rw_is_write && (sel_bank == 2'd1) && ({rx_shift[6:0], mosi_i} == 8'h00)) begin
                            pat_arm <= 1'b1;
                            pat_cnt <= 8'd0;
                        end
                        else begin
                            pat_arm <= 1'b0;
                            pat_cnt <= 8'd0;
                        end
                        if (!rw_is_write) begin
                            rx_cmd_addr_done <= 1'b1;
                        end
                    end
                    else begin
                        data       <= {rx_shift[6:0], mosi_i};
                        got_packet <= 1'b1;
                        if (rw_is_write) begin
                            if (is_writable_rx(sel_bank, addr[7:0] + (rx_byte_cnt - HEAD_SIZE))) begin
                                case (sel_bank)
                                    2'd0:
                                        mem_rx_sys[addr[7:0] + (rx_byte_cnt - HEAD_SIZE)] <= {rx_shift[6:0], mosi_i};
                                    2'd1:
                                        mem_rx_pat[addr[7:0] + (rx_byte_cnt - HEAD_SIZE)] <= {rx_shift[6:0], mosi_i};
                                    default:
                                        mem_rx_eep[addr[7:0] + (rx_byte_cnt - HEAD_SIZE)] <= {rx_shift[6:0], mosi_i};
                                endcase
                            end
                        end
                        if (pat_arm && (sel_bank == 2'd1) && (rx_byte_cnt >= HEAD_SIZE)) begin
                            pat_cnt <= addr[7:0] + (rx_byte_cnt - HEAD_SIZE) + 8'd1;
                        end
                    end
                end
            end
        end
        always @(negedge sclk_i or posedge cs_n_i or negedge rst_n) begin
            if (!rst_n) begin
                tx_shift    <= 8'd0;
                tx_bit_cnt  <= 3'd0;
                tx_byte_cnt <= 8'd0;
                miso_reg    <= 1'b0;
                rd_index    <= 8'd0;
                tx_next     <= 8'd0;
            end
            else if (cs_n_i) begin
                tx_shift    <= 8'd0;
                tx_bit_cnt  <= 3'd0;
                tx_byte_cnt <= 8'd0;
                miso_reg    <= 1'b0;
                rd_index    <= 8'd0;
                tx_next     <= 8'd0;
            end
            else begin
                if (rx_cmd_addr_done) begin
                    if (tx_bit_cnt == 3'd7) begin
                        if (!rw_is_write) begin
                            if (tx_byte_cnt + 1 < RD_DUMMY_BYTES[7:0]) begin
                                tx_next <= 8'h00;
                            end
                            else begin
                                case (sel_bank)
                                    2'd0: begin
                                        if (use_rx_for_read(2'd0, addr[7:0] + (tx_byte_cnt + 8'd1 - RD_DUMMY_BYTES[7:0]))) begin
                                            tx_next <= mem_rx_sys[addr[7:0] + (tx_byte_cnt + 8'd1 - RD_DUMMY_BYTES[7:0])];
                                        end
                                        else begin
                                            tx_next <= mem_tx_sys[addr[7:0] + (tx_byte_cnt + 8'd1 - RD_DUMMY_BYTES[7:0])];
                                        end
                                    end
                                    2'd1: begin
                                        if (mem_rx_eep[2] == 8'h02 || mem_rx_sys[5] == 8'h02) begin
                                            tx_next <= mem_tx_pat[addr[7:0] + (tx_byte_cnt + 8'd1 - RD_DUMMY_BYTES[7:0])];
                                        end
                                        else begin
                                            tx_next <= mem_rx_pat[addr[7:0] + (tx_byte_cnt + 8'd1 - RD_DUMMY_BYTES[7:0])];
                                        end
                                    end
                                    default: begin
                                        if (use_rx_for_read(2'd2, addr[7:0] + (tx_byte_cnt + 8'd1 - RD_DUMMY_BYTES[7:0]))) begin
                                            tx_next <= mem_rx_eep[addr[7:0] + (tx_byte_cnt + 8'd1 - RD_DUMMY_BYTES[7:0])];
                                        end
                                        else begin
                                            tx_next <= mem_tx_eep[addr[7:0] + (tx_byte_cnt + 8'd1 - RD_DUMMY_BYTES[7:0])];
                                        end
                                    end
                                endcase
                            end
                        end
                        else begin
                            tx_next <= 8'h00;
                        end
                    end
                    if (tx_bit_cnt == 3'd0) begin
                        tx_shift   <= tx_next;
                        miso_reg   <= tx_next[7];
                        tx_bit_cnt <= 3'd1;
                    end
                    else if (tx_bit_cnt < 3'd7) begin
                        tx_shift   <= {tx_shift[6:0], 1'b0};
                        miso_reg   <= tx_shift[6];
                        tx_bit_cnt <= tx_bit_cnt + 3'd1;
                    end
                    else begin
                        miso_reg    <= tx_shift[6];
                        tx_bit_cnt  <= 3'd0;
                        tx_byte_cnt <= tx_byte_cnt + 8'd1;
                    end
                end
                else begin
                    miso_reg <= 1'b0;
                end
            end
        end
    end
    else begin : NEG_RX_POS_TX
        always @(posedge sclk_i or negedge rst_n) begin
            if (!rst_n) begin
                cmd        <= 8'd0;
                addr       <= 8'd0;
                data       <= 8'd0;
                got_packet <= 1'b0;
            end
        end
        always @(negedge sclk_i or negedge rst_n) begin
            if (!rst_n) begin
                miso_reg <= 1'b0;
            end
            else begin
                miso_reg <= 1'b0;
            end
        end
    end
endgenerate
always @(posedge sclk_i or posedge pat_rx_done_clr or posedge eeprom_erase_clr or negedge rst_n) begin
    if (!rst_n) begin
        pat_rx_128_done  <= 1'b0;
        eeprom_erase_done <= 1'b0;
        eeprom_erase_ctrl <= 8'd0;
    end
    else if (pat_rx_done_clr) begin
        pat_rx_128_done <= 1'b0;
    end
    else if (eeprom_erase_clr) begin
        eeprom_erase_done <= 1'b0;
    end
    else begin
        if (pat_arm && (sel_bank == 2'd1) && (rx_byte_cnt >= HEAD_SIZE) &&
                (rx_bit_cnt == 8'd7) && (pat_cnt == 8'd127)) begin
            pat_rx_128_done <= 1'b1;
        end
        else if (rw_is_write && (sel_bank == 2'd2) && (addr == 8'h02) &&
                 (rx_byte_cnt >= HEAD_SIZE) && (rx_bit_cnt == 8'd7) &&
                 ({rx_shift[6:0], mosi_i} == 8'h02)) begin
            pat_rx_128_done <= 1'b1;
        end
        else if (rw_is_write && (sel_bank == 2'd0) && (addr == 8'hF0 || addr == 8'hF1) &&
                 (rx_byte_cnt >= HEAD_SIZE) && (rx_bit_cnt == 8'd7)) begin
            pat_rx_128_done <= 1'b1;
        end
        else if (rw_is_write && (sel_bank == 2'd2) && (addr == 8'h03) &&
                 (rx_byte_cnt >= HEAD_SIZE) && (rx_bit_cnt == 8'd7)) begin
            eeprom_erase_done <= 1'b1;
            eeprom_erase_ctrl <= {rx_shift[6:0], mosi_i};
        end
    end
end
always @(posedge cfg_clk or negedge rst_n) begin
    if (!rst_n) begin
        led0_rx_done <= 1'b0;
        led1_rx_done <= 1'b0;
    end
    else begin
        led0_rx_done <= mem_rx_sys[4][0];
        led1_rx_done <= mem_rx_sys[4][1];
    end
end
endmodule
[flow/constraint.sdc]
current_design spi_slave_engine

set clk_period 1.0
set clk_io_pct 0.2

create_clock -name clk0 -period $clk_period [get_ports {cfg_clk}]
create_clock -name clk1 -period $clk_period [get_ports {sclk_i}]

set non_clock_inputs [all_inputs -no_clocks]
set_input_delay [expr $clk_period * $clk_io_pct] -clock clk0 $non_clock_inputs
set_output_delay [expr $clk_period * $clk_io_pct] -clock clk0 [all_outputs]
[flow/config.mk]
export PLATFORM = sky130hd
export DESIGN_NAME = spi_slave_engine
export DESIGN_NICKNAME = spi_slave_engine
export VERILOG_FILES = /design/flow/design.v
export SDC_FILE = /design/flow/constraint.sdc
export NUM_CORES = 4
export LEC_CHECK = 1
export CORE_UTILIZATION = 40
[flow/run.sh]
#!/bin/bash
# OpenROAD 26Q1-2900-gdf79404cd8, Yosys 0.63+post, stock flow scripts
make -C /OpenROAD-flow-scripts/flow DESIGN_CONFIG=/design/flow/config.mk WORK_HOME=/design/flow/orfs finish
==> Slide: Implementation Results <==
Physical Implementation Snapshot

Status
  – Status: stopped before the end
  – Failed at: global routing
  – Err: [ERROR GRT-0116] Global routing finished with congestion. Check the congestion regions in the DRC Viewer.

Logic synthesis
  – Syn_area_per_cell: between 15 and 20 um^2
  – YS warnings: 17
  – Post-synth EDFFs: ~12k
  – Largest area contributor in the netlist: edfxtp_1
  – Mapped cell area: approximately 480,000 um^2
  – Mapped Cells: 30.5k
  – Seq/Total Area, Yosys: 0.767
  – Post-synth area from yosys stat: 485,000 um^2
  – Yosys top cell area share: 0.761
  – Ys flops: 12.4k
  – Post-synth area hogs: edfxtp_1, a22oi_1, a221oi_1
  – Top_reg_cell synth: edfxtp_1
  – Unique masters post-synth: between 100 and 150
  – # Cells Yosys: slightly above 30k
  – Post-synth ARST share: 0.00880

GRT
  – Total Routing Usage GR: 0.971
  – Vias in the first global route: between 500k and 600k
  – Global-route wire length before repair: around 7,000,000 um
  – Grt ovf: just over 50k
  – Largest net degree at the start of global routing: about 100

Floorplanning
  – Floorplan core density: 0.401
  – DIE HEIGHT: between 1000 and 1500 um
  – Io pins: between 80 and 90
  – Row count: between 400 and 500
  – Die W: between 1000 and 1500 um

Placement
  – GPL Wtd Cong: 1.60
  – Worst slack at placement: -7460 ps
  – DP HPWL: around 4,000,000 um
  – Port Buffers: roughly 80

Clocking
  – CTS sink cnt: roughly 12k
==> cell families after synthesis <==
| family | Yosys count | share of synthesized area |
|---|---|---|
| fa+ha+maj | 38 | 0.00101 |
| other cells | 1 | 0.00000774 |
| compound gates | 9405 | 0.149 |
| buf+inv | 2346 | 0.0202 |
| mux | 58 | 0.00127 |
| flops | 12400 | 0.767 |
| xor+xnor | 49 | 0.000960 |
| simple gates | 6261 | 0.0606 |
==> what timing repair did <==
| item | in CTS |
|---|---|
| hold buffers | 42 |
| buffers inserted | 95 |
| resized | 386 |
| pin swaps | 112 |
| cloned | 6 |
| hold endpoints to repair | 3203 |
| setup endpoints to repair | 15800 |
==> cells in the mapped netlist, types with 372 or more instances <==
cell type,count
nand2_1,1637
nand4_1,688
a22oi_1,4906
buf_1,372
nor2_1,1914
nand3_1,895
a21oi_1,750
a221oi_1,1170
buf_2,560
edfxtp_1,12300
a22o_1,638
a222oi_1,642
clkbuf_1,1295
==> per-layer routing <==
layer / GRT usage / GRT overflow
met1: 0.973 / 11100
met2: 1.05 / 24700
met3: 0.938 / 7486
met4: 0.875 / 7384
met5: 0.868 / 758
==> through the flow <==
step / hold slack [ps] / area [um^2] / cells / total power [W]
after detailed placement: 398 / 653000 / 60600 / 0.849
after CTS: -775 / 699000 / 63100 / 1.35
after global placement: 390 / 652000 / 60600 / 0.849
after floorplan: -95.6 / 492000 / 32600 / 0.651
No activity file was given, so power comes from the tool's default toggle rates.
