==> /design/flow/config.mk <==
export PLATFORM = sky130hd
export DESIGN_NAME = spi_eeprom_iface
export DESIGN_NICKNAME = spi_eeprom_iface
export VERILOG_FILES = /design/flow/design.v
export SDC_FILE = /design/flow/constraint.sdc
export NUM_CORES = 4
export LEC_CHECK = 1
export CORE_UTILIZATION = 40
==> /design/flow/constraint.sdc <==
current_design spi_eeprom_iface

set clk_period 8.9
set clk_io_pct 0.2

create_clock -name clk0 -period $clk_period [get_ports {clk}]

set non_clock_inputs [all_inputs -no_clocks]
set_input_delay [expr $clk_period * $clk_io_pct] -clock clk0 $non_clock_inputs
set_output_delay [expr $clk_period * $clk_io_pct] -clock clk0 [all_outputs]
==> /design/flow/design.v <==
`timescale 1ns/1ps
module spi_bit_engine_v2 #(
           parameter integer MAX_BITS = 1024
       )(
           input  wire                 clk,
           input  wire                 rst_n,
           input  wire                 start,
           input  wire [15:0]          bit_count,
           input  wire                 cpol,
           input  wire                 cpha,
           input  wire                 present_first_bit,
           input  wire [MAX_BITS-1:0]  tx_bits,
           input  wire                 keep_cs,
           input  wire                 qd_mode_en,
           input  wire                 auto_reload,      
           output reg  [MAX_BITS-1:0]  rx_bits,
           output reg                  sclk,
           output reg                  cs_n,
           output reg                  busy,
           output reg                  done,
           inout  wire                 dq0,
           inout  wire                 dq1,
           inout  wire                 dq2,
           inout  wire                 dq3
       );
localparam S_IDLE = 2'd0;
localparam S_CS   = 2'd1;
localparam S_RUN  = 2'd2;
localparam S_END  = 2'd3;
reg                  dout;
reg                  dq2_oe_n;             
reg                  dq3_oe_n;             
reg                  int_keep_cs;
reg [MAX_BITS-1:0]   sh_rx;
reg [15:0]           idx_tx;
reg [15:0]           shifts_left;
reg [15:0]           samples_left;
reg [16:0]           half_edges_rem;
reg                  running;
reg [15:0]           bit_count_latch;      
reg                  auto_reload_latch;    
reg [1:0]            state;
reg [1:0]            nstate;
wire                 sg_din;
wire [3:0]           qd_din;
wire                 leading_next;
wire                 trailing_next;
wire                 do_sample_next;
wire                 do_shift_next;
assign sg_din     = dq1;
assign qd_din[0]  = dq0;
assign qd_din[1]  = dq1;
assign qd_din[2]  = dq2;
assign qd_din[3]  = dq3;
assign dq0        = (qd_mode_en ? 1'bz : dout);
assign dq1        = (qd_mode_en ? 1'bz : 1'bz);
assign dq2        = (dq2_oe_n ? 1'bz : 1'b1);
assign dq3        = (dq3_oe_n ? 1'bz : 1'b1);
assign leading_next   = (sclk == cpol);
assign trailing_next  = ~leading_next;
assign do_sample_next = (cpha == 1'b0) ? leading_next  : trailing_next;
assign do_shift_next  = (cpha == 1'b0) ? trailing_next : leading_next;
always @(posedge clk or negedge rst_n) begin
    if (!rst_n) begin
        state <= S_IDLE;
    end
    else begin
        state <= nstate;
    end
end
always @* begin
    nstate = state;
    case (state)
        S_IDLE:
            if (start && bit_count != 0)
                nstate = S_CS;
        S_CS  :
            nstate = S_RUN;
        S_RUN :
            if (!running)
                nstate = S_END;
            else
                nstate = S_RUN;
        S_END :
            nstate = S_IDLE;
        default:
            nstate = S_IDLE;
    endcase
end
always @(posedge clk or negedge rst_n) begin
    if (!rst_n) begin
        sclk               <= 1'b0;
        cs_n               <= 1'b1;
        dout               <= 1'b0;
        busy               <= 1'b0;
        done               <= 1'b0;
        running            <= 1'b0;
        sh_rx              <= {MAX_BITS{1'b0}};
        rx_bits            <= {MAX_BITS{1'b0}};
        idx_tx             <= 16'd0;
        shifts_left        <= 16'd0;
        samples_left       <= 16'd0;
        half_edges_rem     <= 17'd0;
        int_keep_cs        <= 1'b0;
        bit_count_latch    <= 16'd0;
        auto_reload_latch  <= 1'b0;
        dq2_oe_n           <= 1'b1;
        dq3_oe_n           <= 1'b1;
    end
    else begin
        done      <= 1'b0;
        dq2_oe_n  <= qd_mode_en;
        dq3_oe_n  <= qd_mode_en;
        case (state)
            S_IDLE: begin
                busy        <= 1'b0;
                cs_n        <= (int_keep_cs ? cs_n : 1'b1);
                sclk        <= cpol;
                dout        <= 1'b0;
                running     <= 1'b0;
                if (start && bit_count != 0) begin
                    busy            <= 1'b1;
                    sh_rx           <= {MAX_BITS{1'b0}};
                    rx_bits         <= {MAX_BITS{1'b0}};
                    samples_left    <= bit_count;
                    half_edges_rem  <= (qd_mode_en ? {1'b0, bit_count} >> 1
                                        : {1'b0, bit_count} << 1);
                    int_keep_cs     <= keep_cs;
                    bit_count_latch   <= bit_count;
                    auto_reload_latch <= auto_reload;
                    if (!cpha && present_first_bit) begin
                        dout        <= tx_bits[bit_count-1];
                        shifts_left <= (bit_count > 1) ? (bit_count - 1) : 16'd0;
                        idx_tx      <= (bit_count > 1) ? (bit_count - 2) : 16'd0;
                    end
                    else begin
                        shifts_left <= bit_count;
                        idx_tx      <= bit_count - 1;
                    end
                end
                else begin
                    int_keep_cs <= keep_cs;
                end
            end
            S_CS: begin
                cs_n    <= 1'b0;
                running <= 1'b1;
            end
            S_RUN: begin
                if (running) begin
                    if (do_shift_next && (shifts_left != 0)) begin
                        dout        <= tx_bits[idx_tx];
                        idx_tx      <= idx_tx - 16'd1;
                        shifts_left <= shifts_left - 16'd1;
                    end
                    if (do_sample_next && (samples_left != 0)) begin
                        if (qd_mode_en) begin
                            sh_rx        <= {sh_rx[MAX_BITS-5:0], qd_din};
                            samples_left <= samples_left - 16'd4;
                        end
                        else begin
                            sh_rx        <= {sh_rx[MAX_BITS-2:0], sg_din};
                            samples_left <= samples_left - 16'd1;
                        end
                    end
                    if (half_edges_rem > 17'd1) begin
                        sclk           <= ~sclk;
                        half_edges_rem <= half_edges_rem - 17'd1;
                    end
                    else begin
                        sclk           <= ~sclk;
                        half_edges_rem <= 17'd0;
                        if (auto_reload_latch && auto_reload) begin
                            rx_bits        <= sh_rx;
                            sh_rx          <= {MAX_BITS{1'b0}};
                            samples_left   <= bit_count_latch;
                            shifts_left    <= bit_count_latch;
                            idx_tx         <= bit_count_latch - 1;
                            half_edges_rem <= (qd_mode_en ? {1'b0, bit_count_latch} >> 1
                                               : {1'b0, bit_count_latch} << 1);
                            done           <= 1'b1;   
                        end
                        else begin
                            running <= 1'b0;
                        end
                    end
                end
            end
            S_END: begin
                cs_n    <= (int_keep_cs ? cs_n : 1'b1);
                rx_bits <= sh_rx;
                done    <= 1'b1;
            end
        endcase
    end
end
endmodule
`timescale 1ns/1ps
module spi_eeprom_iface (
           input   wire    clk,
           input   wire    rst_n,
           output  wire    sclk,
           output  wire    cs_n,
           inout   wire    d_dq0,
           inout   wire    q_dq1,
           inout   wire    w_n_dq2,
           inout   wire    hold_n_dq3,
           input   wire    [23:0]  addr,
           input   wire    addr_vld,
           input   wire    wr_rd_sel,
           input   wire    id_mem_sel,
           input   wire    [7:0]   erase_ctrl,
           input   wire    [9:0]   data_len,
           input   wire    [7:0]   wdata,
           output  reg     wdata_rdy,
           input   wire    wdata_vld,
           output  reg     [7:0]   rdata,
           input   wire    rdata_rdy,
           output  reg     rdata_vld,
           output  wire    [9:0]   data_cntr,
           output  reg     busy
       );
localparam ST_IDLE      = 3'd0;
localparam ST_WRCTL     = 3'd1;
localparam ST_QDDMY     = 3'd2;
localparam ST_INST      = 3'd3;
localparam ST_TRANS     = 3'd4;
localparam ST_WRPOLL    = 3'd5;
localparam ST_END       = 3'd6;
localparam  EEP_WREN  = 8'h06;
localparam  EEP_RDSR  = 8'h05;
localparam  EEP_FQREAD = 8'h6B;
localparam  EEP_PGWR  = 8'h02;
localparam  EEP_PGER  = 8'hDB;
localparam  EEP_SCER  = 8'h20;
localparam  EEP_BKER  = 8'hD8;
localparam  EEP_CHER  = 8'hC7;
localparam  EEP_FRDID = 8'h8B;
localparam  EEP_WRID  = 8'h82;
reg [2:0]   state;
reg [1:0]   current_op_mode;
reg erase_trig;
reg [7:0]   int_erase_ctrl;
localparam SPI_CPOL = 1'b0;
localparam SPI_CPHA = 1'b0;
localparam OP_READ  = 2'd0;
localparam OP_WRITE = 2'd1;
localparam OP_ERASE = 2'd2;
reg  spi_start;
reg  [15:0] spi_bit_cnt;
reg  [39:0] spi_tx_bits;
wire [39:0] spi_rx_bits;
wire spi_busy;
wire spi_done;
(* syn_maxfan = 4 *)reg  spi_keep_cs;  
reg  spi_quad_en;
reg  spi_auto_reload;
reg  [3:0] dummy_cnt;
reg [9:0] data_cntr_int;
reg data_cntr_eq_len;
reg data_cntr_lt_len_m1;
assign data_cntr = data_cntr_int;
spi_bit_engine_v2 #(
                      .MAX_BITS(40)
                  ) spi_master_i (
                      .clk                (clk),
                      .rst_n              (rst_n),
                      .start              (spi_start),
                      .bit_count          (spi_bit_cnt),
                      .present_first_bit  (1'b1),
                      .tx_bits            (spi_tx_bits),
                      .rx_bits            (spi_rx_bits),
                      .busy               (spi_busy),
                      .done               (spi_done),
                      .keep_cs            (spi_keep_cs),
                      .qd_mode_en         (spi_quad_en),
                      .cpol               (SPI_CPOL),
                      .cpha               (SPI_CPHA),
                      .auto_reload        (spi_auto_reload),
                      .dq0                (d_dq0),
                      .dq1                (q_dq1),
                      .dq2                (w_n_dq2),
                      .dq3                (hold_n_dq3),
                      .sclk               (sclk),
                      .cs_n               (cs_n)
                  );
always @(posedge clk or negedge rst_n) begin
    if (!rst_n) begin
        state           <= ST_IDLE;
        rdata           <= 8'd0;
        spi_start       <= 1'b0;
        spi_tx_bits     <= 40'd0;
        spi_keep_cs     <= 1'b0;
        spi_quad_en     <= 1'b0;
        spi_auto_reload <= 1'b0;
        data_cntr_int   <= 9'd0;
        rdata_vld       <= 1'b0;
        wdata_rdy       <= 1'b0;
        busy            <= 1'b0;
        int_erase_ctrl  <= 8'd0;
        erase_trig      <= 1'b0;
        dummy_cnt       <= 4'd0;
        current_op_mode <= OP_READ;
        data_cntr_eq_len    <= 1'b0;
        data_cntr_lt_len_m1 <= 1'b0;
    end
    else begin
        spi_start <= 1'b0;
        busy <= (state != ST_IDLE);
        data_cntr_eq_len    <= (data_cntr_int == data_len);
        data_cntr_lt_len_m1 <= (data_cntr_int < (data_len - 1));
        case (state)
            ST_IDLE: begin
                rdata       <= 8'd0;
                spi_tx_bits <= 40'd0;
                spi_keep_cs <= 1'b0;
                spi_quad_en <= 1'b0;
                spi_auto_reload <= 1'b0;   
                rdata_vld   <= 1'b0;
                data_cntr_int   <= 9'd0;
                wdata_rdy   <= 1'b0;
                dummy_cnt   <= 4'd0;
                if (int_erase_ctrl[0] != erase_ctrl[0]) begin
                    erase_trig      <= 1'b1;
                    int_erase_ctrl  <= erase_ctrl;
                    current_op_mode <= OP_ERASE;
                end
                else
                    erase_trig      <= 1'b0;
                if (erase_trig) begin
                    current_op_mode <= OP_ERASE;
                    spi_bit_cnt <= 16'd8;
                    spi_tx_bits <= EEP_WREN;
                    spi_keep_cs <= 1'b0;
                    spi_quad_en <= 1'b0;
                    spi_start   <= 1'b1;
                    state       <= ST_WRCTL;
                end
                else if (addr_vld) begin
                    if (wr_rd_sel) begin
                        spi_bit_cnt <= 16'd8;
                        spi_tx_bits <= EEP_WREN;
                        spi_keep_cs <= 1'b0;
                        spi_quad_en <= 1'b0;
                        spi_start   <= 1'b1;
                        state       <= ST_WRCTL;
                        current_op_mode <= OP_WRITE;
                    end
                    else begin
                        spi_bit_cnt <= 16'd32;
                        if (id_mem_sel)
                            spi_tx_bits <= (EEP_FRDID << 24) | addr;
                        else
                            spi_tx_bits <= (EEP_FQREAD << 24) | addr;
                        spi_keep_cs <= 1'b1;
                        spi_quad_en <= 1'b0;
                        spi_start <= 1'b1;
                        state <= ST_QDDMY;
                        current_op_mode <= OP_READ;
                    end
                end
            end
            ST_WRCTL: begin
                if (spi_done) begin
                    spi_bit_cnt <= 16'd32;
                    spi_keep_cs <= 1'b1;
                    if (current_op_mode == OP_ERASE) begin
                        spi_keep_cs <= 1'b0;
                        case (int_erase_ctrl[2:1])
                            2'b00: begin
                                spi_tx_bits <= EEP_CHER;
                                spi_bit_cnt <= 16'd8;
                            end
                            2'b01:
                                spi_tx_bits <= (EEP_PGER << 24) | addr;
                            2'b10:
                                spi_tx_bits <= (EEP_SCER << 24) | addr;
                            2'b11:
                                spi_tx_bits <= (EEP_BKER << 24) | addr;
                        endcase
                    end
                    else if (id_mem_sel)
                        spi_tx_bits <= (EEP_WRID << 24) | addr;
                    else
                        spi_tx_bits <= (EEP_PGWR << 24) | addr;
                    spi_quad_en <= 1'b0;
                    spi_start <= 1'b1;
                    state <= ST_INST;
                end
            end
            ST_QDDMY: begin
                if (spi_done) begin
                    spi_tx_bits     <= 40'd0;
                    spi_keep_cs     <= 1'b1;
                    spi_bit_cnt     <= 16'd8;
                    spi_quad_en     <= (id_mem_sel ? 1'b0 : 1'b1);
                    spi_auto_reload <= 1'b0;
                    spi_start       <= 1'b0;
                    state           <= ST_INST;
                end
            end
            ST_INST: begin
                if (current_op_mode == OP_ERASE) begin
                    if (spi_done) begin
                        spi_bit_cnt <= 16'd16;
                        spi_tx_bits <= (EEP_RDSR << 8);
                        spi_keep_cs <= 1'b1;
                        spi_quad_en <= 1'b0;
                        spi_start   <= 1'b1;
                        wdata_rdy   <= 1'b0;
                        state       <= ST_WRPOLL;
                    end
                end
                else if (wr_rd_sel) begin
                    wdata_rdy <= spi_done;
                    if (wdata_vld && !(spi_busy || spi_start)) begin
                        spi_bit_cnt <= 16'd8;
                        spi_tx_bits <= wdata;
                        spi_keep_cs <= data_cntr_lt_len_m1;
                        spi_quad_en <= 1'b0;
                        spi_start   <= 1'b1;
                        data_cntr_int   <= data_cntr_int + 9'd1;
                        wdata_rdy   <= 1'b0;
                        state       <= ST_TRANS;
                    end
                end
                else begin
                    if (!spi_busy && !spi_start) begin
                        spi_bit_cnt     <= 16'd8;
                        spi_tx_bits     <= 40'd0;
                        spi_quad_en     <= (id_mem_sel ? 1'b0 : 1'b1);
                        spi_keep_cs     <= 1'b1;
                        spi_start       <= 1'b1;
                        dummy_cnt       <= dummy_cnt + 4'd1;
                        if (data_len > 1 && dummy_cnt > 3) begin
                            spi_auto_reload <= 1'b1;
                            state <= ST_TRANS;
                        end
                    end
                end
            end
            ST_TRANS: begin
                rdata_vld <= 1'b0;
                if (wr_rd_sel) begin
                    wdata_rdy <= spi_done;
                    if (data_cntr_eq_len) begin
                        if (spi_done) begin
                            spi_bit_cnt <= 16'd16;
                            spi_tx_bits <= (EEP_RDSR << 8);
                            spi_keep_cs <= 1'b1;
                            spi_quad_en <= 1'b0;
                            spi_start <= 1'b1;
                            wdata_rdy <= 1'b0;
                            state <= ST_WRPOLL;
                        end
                    end
                    else if (wdata_vld && !(spi_busy || spi_start)) begin
                        spi_bit_cnt <= 16'd8;
                        spi_tx_bits <= wdata;
                        spi_quad_en <= 1'b0;
                        spi_keep_cs <= data_cntr_lt_len_m1;
                        spi_start <= 1'b1;
                        data_cntr_int <= data_cntr_int + 9'd1;
                        wdata_rdy <= 1'b0;
                    end
                end
                else begin
                    if (spi_done) begin
                        data_cntr_int <= data_cntr_int + 9'd1;
                        rdata     <= spi_rx_bits[7:0];
                        rdata_vld <= 1'b1;
                        if (data_cntr_int >= data_len) begin
                            spi_auto_reload <= 1'b0;
                            state <= ST_END;
                        end
                    end
                end
            end
            ST_WRPOLL: begin
                rdata_vld <= 1'b0;
                if (spi_done) begin
                    spi_bit_cnt <= 16'd8;
                    spi_tx_bits <= 40'd0;
                    spi_quad_en <= 1'b0;
                    wdata_rdy <= 1'b0;
                    spi_keep_cs <= (spi_rx_bits & 8'h1);
                    spi_start <= 1'b1;
                    state <= (!(spi_rx_bits & 8'h1) ? ST_END : ST_WRPOLL);
                end
            end
            ST_END: begin
                if (wr_rd_sel || erase_trig) begin
                    if (spi_done) begin
                        dummy_cnt <= 4'd0;
                        state <= ST_IDLE;
                    end
                end
                else begin
                    rdata_vld <= 1'b0;
                    state <= ST_IDLE;
                end
            end
        endcase
    end
end
endmodule
==> /design/flow/run.sh <==
#!/bin/bash
# OpenROAD 26Q1-2900-gdf79404cd8, Yosys 0.63+post, stock flow scripts
make -C /OpenROAD-flow-scripts/flow DESIGN_CONFIG=/design/flow/config.mk WORK_HOME=/design/flow/orfs finish
==> git commit body <==
Record implementation results from latest flow run

* Post-DP HPWL: 24210 um
- The number of clock buffers added by TritonCTS is 17.
- Number of buffers inserted by post-CTS setup repair: 0
* H-tree level count: 4
- The horizontal die dimension reported for this design is 179.3 um.
- The final weighted congestion recorded by global placement is 0.9135.
- The initial utilization of the core area, before any placement, comes to 0.4091.
- The flow stopped in clock tree synthesis (4_1_cts).
- Post-cts gate resize count: 0
* Error Message: [error] [KeplerFormal.cpp:679] Workflow failed: Iso has multiple drivers: .d_dq00, d_dq0$_DFFE_PN0P_.Q0
- I/O pin total: 84
- For this run, asynchronously set or reset flops after synthesis account for 0.9175.
- Hold repair after CTS inserted 0 buffers.
- CTS placed an instance of sky130_fd_sc_hd__clkbuf_16 at the clock tree root.
- The die is 179.3 um tall.
- The Yosys step of the flow raised 7 warnings.
* Number of buffers on the longest clock path: 2
* Mean Syn Cell Area: 9.031 um2
- Rows: 64
* Status: stopped before the end
* Number of sinks on the clock net: 194
* Dominant flop cell: sky130_fd_sc_hd__dfrtp_1
* Total placed cells including tap cells: 1793
- Post-synth tally of flip-flops with integrated enable: 16
* Syn Std Cell Area: 12580 um2
* Number of cells in the yosys synthesis report: 1393
- For this run, the chip area from Yosys synthesis comes to 12580 um2.
- Synthesized flop and latch total: 194
* Count of input and output buffers: 73
- Sequential share of the synthesized area: 0.3924
* Post-synth cell types: 93
- After technology mapping, the gate count stands at 1393.
## metrics by stage
step	hold slack (ps)	setup slack (ps)	total power, W	area, um2
after floorplan	408.0	5283	0.0009456	12580
after detailed placement	456.1	4137	0.0009955	13540
after global placement	452.4	4117	0.0009951	13540
## cell usage after synthesis (15+ instances only)
library cell / n / area (um2)
sky130_fd_sc_hd__a211oi_1: 16 / 120.1
sky130_fd_sc_hd__a21oi_1: 90 / 450.4
sky130_fd_sc_hd__a22o_1: 50 / 437.9
sky130_fd_sc_hd__a31oi_1: 27 / 168.9
sky130_fd_sc_hd__and2_1: 29 / 181.4
sky130_fd_sc_hd__buf_2: 20 / 100.1
sky130_fd_sc_hd__clkbuf_1: 53 / 198.9
sky130_fd_sc_hd__dfrtp_1: 176 / 4404
sky130_fd_sc_hd__edfxtp_1: 16 / 480.5
sky130_fd_sc_hd__ha_1: 37 / 462.9
sky130_fd_sc_hd__inv_1: 48 / 180.2
sky130_fd_sc_hd__mux2_2: 29 / 326.6
sky130_fd_sc_hd__mux2i_1: 35 / 350.3
sky130_fd_sc_hd__mux4_2: 16 / 360.4
sky130_fd_sc_hd__nand2_1: 143 / 536.8
sky130_fd_sc_hd__nand3_1: 23 / 115.1
sky130_fd_sc_hd__nand4_1: 17 / 106.4
sky130_fd_sc_hd__nor2_1: 113 / 424.2
sky130_fd_sc_hd__nor2b_1: 17 / 106.4
sky130_fd_sc_hd__nor3_1: 33 / 165.2
sky130_fd_sc_hd__o21ai_0: 133 / 665.6
sky130_fd_sc_hd__xnor2_1: 27 / 236.5
sky130_fd_sc_hd__xor2_1: 15 / 131.4
## logic make-up after synthesis
logic type / Yosys count / share of synthesized area
flip-flops: 194 / 0.3924
AND-OR/OR-AND: 447 / 0.2325
adder cells (fa/ha/maj): 37 / 0.03680
multiplexers: 80 / 0.08245
other: 2 / 0.0005969
XOR/XNOR: 43 / 0.03143
buffers and inverters: 139 / 0.04963
AND/OR/NAND/NOR: 451 / 0.1741
Power and IR drop assume default switching activity.
